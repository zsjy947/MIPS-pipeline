==> flow/design.v <==
module BCD_Welog(
    input  reset    , 
	input  clk      , 
	input  MemRead  , 
	input  MemWrite ,
	input  [32 -1:0] MemBus_Address     , 
	input  [32 -1:0] MemBus_Write_Data  , 
	output reg [12 -1:0] BCD_control
    );
    always@(posedge reset or posedge clk)
    begin
        if(reset)begin
            BCD_control <= 32'h0000_0000;
        end
        else
         if (MemWrite & (MemBus_Address == 32'h4000_0010))
             BCD_control <= MemBus_Write_Data[11:0];
    end
endmodule
==> flow/run.sh <==
#!/bin/bash
# OpenROAD 26Q1-2900-gdf79404cd8, Yosys 0.63+post, stock flow scripts
make -C /OpenROAD-flow-scripts/flow DESIGN_CONFIG=/design/flow/config.mk WORK_HOME=/design/flow/orfs finish
==> flow/config.mk <==
export PLATFORM = sky130hd
export DESIGN_NAME = BCD_Welog
export DESIGN_NICKNAME = BCD_Welog
export VERILOG_FILES = /design/flow/design.v
export SDC_FILE = /design/flow/constraint.sdc
export NUM_CORES = 4
export LEC_CHECK = 1
export CORE_AREA = 10 10 75 75
export DIE_AREA = 0 0 85 85
==> flow/constraint.sdc <==
current_design BCD_Welog

set clk_period 1.1
set clk_io_pct 0.2

create_clock -name clk0 -period $clk_period [get_ports {clk}]

set non_clock_inputs [all_inputs -no_clocks]
set_input_delay [expr $clk_period * $clk_io_pct] -clock clk0 $non_clock_inputs
set_output_delay [expr $clk_period * $clk_io_pct] -clock clk0 [all_outputs]
==> out/results.ini <==
[clock_network]
cts_tree=built
cts-root-buf=clkbuf_8
ctsHtreeMaxLevel=1
cts_buffers=3
hold_buffers=0
clock_sinks=12
insertion_delay_ps=230
ctsLongestPathBuffers=2
path_clk_slew_ps=50

[final_timing]
rsz0062_at_grt=yes
finalSetupTns_ps=-3310
worst_pin_slew_ps=228
hold-worst-slack_ps=281
setup_ws_ps=-285
hold_viol=0
finalMaxSlewViolations=0
fin_crit_ps=1390
finClkSkew_ps=0
fin_crit_sh_pct=126
slew_headroom_pct=84.7
max_freq_ghz=0.722
finalSetupViolCount=12

[worst_setup_path]
reg2reg_depth=2
cp-end-kind=flop
r2r-end=BCD_control[5]
critPathTopFamily=simple AND/OR/NAND/NOR gates
cp_max_fo=6
path_class=primary input to flop
critPathArrivalTime_ps=1490
cp.required_ps=1210
cp_num_buf_inv=2
critical_path.slowest_cell=mux2_4
path_cells=dlygate4sd2_1 -> nor4_2 -> nand3_1 -> nor3_4 -> buf_6 -> mux2_4
rrSetupSlack_ps=230
cp-start-kind=primary input
reg2reg_from=BCD_control[5]
max_stage_delay_ps=300

[synth]
yosysWarnings=1
synthesis.area_um2=541
ys.flops=12
yosysSeqAreaShare_pct=55.6
synth_cell_type_count=13
synth.avg_cell_area_um2=13.9
yosys-stat-cells=39
syn_inst=39
yosysChipArea_um2=541

[final_layout]
regMostFlops=BCD_control
reg_top3=BCD_control: 12 flops
syn2layout_area_growth_pct=141
post-route-util_pct=32.2
largest_reg_flops=12
drive_gt1_share_pct=43.7

[run]
tool_warnings=49
drv_cap=0

[route]
firstDrtPassIters=2
remaining_drc_errors=0
routedWlPerCell_um=15.4
drtIter0Drc=12
insertedDiodeCount=0
vias=595
via_per_inst=3.89
wirelength_um=2350
antenna_left=0

[global_route]
grt_max_degree=13
use_met2_pct=8.04
antenna_found_initial=0
grt_pass1_vias=708
top_usage_layer=met2
grtUsageTotal_pct=5.69
overflow=0
grtUsageMet3_pct=3.28
grt.met1_usage_pct=7.66
grt_pass1_wl_um=3390

[floorplanning]
fp_util_pct=13.3
core_area_um2=4060
rows=23
dieArea_um2=7230
io_pins=80
die_h_um=85
die_width_um=85

[placed_design]
hpwl_um=1950
pre_cts_slack_ps=-868
io_buffers=58
place.gp.congestion=0.833

[pwr]
max-vdd-ir-drop_mv=0.196
power_per_cell_area_nw_per_um2=759
finalPower_w=0.000991
p_leak_nw=0.624

[status]
status=complete, but fails checks
violations=setup timing

[worst_hold_path]
worstHoldPathType=primary input to asynchronous set/reset pin

[worst min-delay path, delay by kind of cell]
kind | cells | cell delay [ps]
buf+inv | 3 | 640
[cell usage after synthesis (all sizes together)]
library cell,count,share of area [%]
nor4b,1,2.8
nor2,1,0.69
nor4,5,5.8
mux2,12,25
dfrtp,12,56
buf,1,2.1
inv,1,0.69
nand4,1,1.2
nor3,2,2.8
nor4bb,1,1.9
nand3,1,0.93
nand2,1,0.69
[where the power goes]
| group | internal (W) | total (W) | switching [W] | leakage, nW |
|---|---|---|---|---|
| logic | 0.000124 | 0.000178 | 0.0000534 | 0.435 |
| registers | 0.000443 | 0.000443 | 0.00000000000191 | 0.168 |
| clock network | 0.000239 | 0.000371 | 0.000132 | 0.0216 |
[metrics by stage]
| stage | instance area [um^2] | std cells |
|---|---|---|
| 3_3_place_gp | 1200 | 149 |
| 3_5_place_dp | 1200 | 149 |
| 6_report | 1310 | 153 |
| 4_1_cts | 1230 | 152 |
| 2_1_floorplan | 547 | 39 |
| 5_1_grt | 1310 | 153 |
[metal layers]
| metal | wire length (um) | vias up |
|---|---|---|
| met5 | 0 | - |
| met4 | 0 | 0 |
| met3 | 287 | 0 |
| met2 | 979 | 46 |
| met1 | 1080 | 274 |
| li1 | - | 275 |
[logic make-up after synthesis]
group	count (synthesis)	synth area share (%)
buf+inv	2	2.78
mux	12	25.0
flops	12	55.6
simple gates	13	16.7
[worst max-delay path by stage]
stage,from,endpoint,slack [ps],cells after the start
4_1_cts,MemBus_Address[31],BCD_control[6],-320,6
5_1_grt,MemBus_Address[20],BCD_control[0],-350,6
6_report,MemBus_Address[23],BCD_control[0],-290,6
[cells in the final DEF, fill, tap and decap left out]
cell type / instances
nor3_4: 1
buf_2: 7
nor3_2: 1
nand2_1: 1
inv_1: 1
clkbuf_2: 5
mux2_4: 12
nor4b_4: 1
nand4_1: 1
clkdlybuf4s50_1: 13
nor4_4: 2
buf_4: 2
nor4_2: 2
nor4_1: 1
clkdlybuf4s15_1: 14
buf_6: 8
dlygate4sd2_1: 13
clkbuf_8: 3
nor2_1: 1
dfrtp_1: 12
nand3_1: 1
nor4bb_4: 1
[repair_timing]
action	in CTS	in global routing
setup endpoints to repair	24	18
pin swaps	13	9
buffers inserted	0	1
gates resized	108	26
[cell type report]
class	instances	area, um^2
inverter	1	3.75
multi-input combinational	25	348
fill	397	2750
timing repair buffer	62	549
tap	50	62.6
clock buffer	3	41.3
sequential	12	300
Power and IR drop assume default switching activity.
