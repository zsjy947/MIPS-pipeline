==> /design/flow/design.v <==
module clk_gen(
    clk, 
    reset, 
    clk_1K
);
input           clk;
input           reset;
output          clk_1K;
reg             clk_1K;
parameter   CNT = 16'd500;
reg     [15:0]  count;
always @(posedge clk or posedge reset)
begin
    if(reset) begin
        clk_1K <= 1'b1;
        count <= 16'd0;
    end
    else begin
        count <= (count==CNT-16'd1) ? 16'd0 : count + 16'd1;
        clk_1K <= (count==16'd0) ? ~clk_1K : clk_1K;
    end
end
endmodule
==> /design/flow/run.sh <==
#!/bin/bash
# OpenROAD 26Q1-2900-gdf79404cd8, Yosys 0.63+post, stock flow scripts
make -C /OpenROAD-flow-scripts/flow DESIGN_CONFIG=/design/flow/config.mk WORK_HOME=/design/flow/orfs finish
==> /design/flow/config.mk <==
export PLATFORM = sky130hd
export DESIGN_NAME = clk_gen
export DESIGN_NICKNAME = clk_gen
export VERILOG_FILES = /design/flow/design.v
export SDC_FILE = /design/flow/constraint.sdc
export NUM_CORES = 4
export LEC_CHECK = 1
export CORE_AREA = 10 10 98 98
export DIE_AREA = 0 0 108 108
==> /design/flow/constraint.sdc <==
current_design clk_gen

set clk_period 3.2
set clk_io_pct 0.2

create_clock -name clk0 -period $clk_period [get_ports {clk}]

set non_clock_inputs [all_inputs -no_clocks]
set_input_delay [expr $clk_period * $clk_io_pct] -clock clk0 $non_clock_inputs
set_output_delay [expr $clk_period * $clk_io_pct] -clock clk0 [all_outputs]
==> GITHUB_STEP_SUMMARY <==
## Implementation flow summary

| Metric | Value |
|---|---|
| Status | finished, final reports clean |
| First-pass GRT wire length | 2725 µm |
| Unique cell types | 29 |
| Root buffer cell | clkbuf_8 |
| Cell Count Post-Placement | 181 |
| Die W | 108 µm |
| Yosys warns | 1 |
| Final setup vio count | 0 |
| Req. time, crit path | 2.56 ns |
| Switch share | 19.49% |
| Crit Path Class | flip-flop to output port |
| Chip area | 11660 µm² |
| Largest net degree at the start of global routing | 18 |
| Final Hold Vio Count | 0 |
| Met3 Use GR | 0.9639% |
| Worst slew margin | 57.24% |
| Slew of the pin with the lowest slew margin | 0.6407 ns |
| Pwr dens | 356.5 nW/µm² |
| Sequential share of power | 57.2% |
| H-tree depth | 1 |
| Area delta synth->final | 19.26% |
| GPL Wtd Cong | 0.7696 |
| Die height | 108 µm |
| Comb pwr share | 1.4% |
| Yosys Instances | 80 |
| Dpl cell area | 1007 µm² |
| Syn Inst Count | 80 |
| Area share, top type | 45.33% |
| Clock buffer depth | 2 |
| Register area share after synthesis | 48.30% |
| Drt first pass iters | 4 |
| EDFF count, synth | 0 |
| Slowest Stage Delay on Critical Path | 0.54 ns |
| DR vias | 591 |
| Reg clk slew, reported paths | 0.06 ns |
| Core area | 7647 µm² |
| Initial drt markers | 3 |
| IO Pins | 3 |
| Worst-path cell chain | clkdlybuf4s50_1 |
| CP max stage cell | dfstp_2 |
| Most frequent cells after synthesis | 16 x dfrtp_1, 6 x inv_1, 6 x xor2_1 |
| Setup_tns | 0 ns |
| # hold bufs at CTS | 0 |
| Row cnt | 32 |
| Critical path data arrival time | 1.24 ns |
| CTS Buf Count | 3 |
| Clk ins delay skew pair | 0.25 ns |
| Post-DP HPWL | 1016 µm |
| DRC violations left | 0 |
| GRT overflow | 0 |
| Post-CTS setup repair buffer count | 0 |
| Critical path's top delay family | flip-flops |
| Top cell type by total area after synthesis | dfrtp_1 |
| Post_cts resized | 0 |
| Peak supply drop | 127.7 µV |
| Final min period | 1.881 ns |
| CTS tree | built |
| Fill count | 841 |
| Routing usage on met2 | 4.267% |
| Final Max Tran Viols | 0 |
| Critical path capture point type | output port |
| Final cell count without fillers | 185 |
| CTS Sinks | 17 |
| Gate Area | 410.4 µm² |
| Final Cycle Share | 58.79% |
| Antenna cells | 0 |
| Tool Warnings | 26 |
| Top FF cell, synth | dfrtp_1 |
| Post-synth area from yosys stat | 883.3 µm² |
| Clock group share of total power | 41.4% |
| Crit Path Max Fanout | 2 |
| Most Crowded Layer GR | met2 |
| Bufs and invs on worst path | 1 |
| Final cell area excluding filler cells | 1054 µm² |
| Asr flop ratio synth | 100.0% |
| Most common cell in the netlist | dfrtp_1 |
| Met1 Use GR | 3.768% |
| Seq cells post-synth | 17 |
| Gr usage total | 2.747% |
| Via/cell ratio | 3.195 |
| Biggest area cells | dfrtp_1 45%, xor2_1 5.9%, xnor2_1 5.0% |
| Initial antenna violation count | 0 |
| Clk_skew | 0.003065 ns |
| Cell Area, Synth | 883.3 µm² |
| Mean Syn Cell Area | 11.04 µm² |
| FF+latch area | 426.7 µm² |
| WL/cell | 8.059 µm |
| Worst setup SP type | flip-flop |
| Port Buf Inserts | 2 |
| Vias in the first global route | 590 |
| Max_cap viols | 0 |
| RSZ-0062 raised after global routing | no |
| Pint | 0.3024 mW |
| Detailed Route WL | 1491 µm |
| Share of cells above drive strength 1 | 16.87% |
| Sw power | 0.07320 mW |
| Max Fclk | 531.5 MHz |
| Routed Antenna Nets | 0 |
| Pleak | 0.4018 nW |
| Core Util at FP | 11.55% |
| Hold WC Path Type | flip-flop to flip-flop |
registers in the layout, indices dropped and copies added, names as in the netlist:
| register | count |
|---|---|
| count | 16 |
| clk_1K | 1 |
layout by cell type (no fill, tap or decap), drive strengths merged:
cell           count
o31ai              1
ha                 2
a21oi              4
clkdlybuf4s50      2
xnor2              5
nand3              5
nor2               3
nor4               6
nor3               4
o21ai              3
or3                3
and4b              1
dfrtp             16
or4                1
nor4b              1
inv                6
nand4              5
dfstp              1
clkinv             1
nor4bb             1
clkbuf             3
nand2              3
xor2               6
routing by layer:
metal,routed length [µm],vias to the layer above
met4,12,0
li1,-,292
met5,0,-
met1,780,291
met3,69,2
met2,628,6
power groups by stage:
stage	Combinational (mW)	Sequential [mW]	Clock, mW
finish	0.00527	0.215	0.155
CTS	0.00575	0.215	0.163
global route	0.00630	0.215	0.176
worst paths after layout:
check | cells after the start | endpoint | slack (ns) | start
worst max-delay path | 1 | clk_1K | 1.32 | clk_1K
worst min-delay path | 1 | count[15] | 0.47 | count[15]
worst max register to register | 4 | count[4] | 1.60 | count[0]
worst min register to register | 1 | count[15] | 0.47 | count[15]
max in group asynchronous | 2 | count[4] | 2.01 | reset
min in group asynchronous | 2 | count[12] | 0.78 | reset
logic make-up after synthesis:
group / after synthesis / synth area share, %
AND/OR/NAND/NOR: 33 / 27.48
flip-flops: 17 / 48.30
XOR/XNOR: 11 / 10.91
buffers and inverters: 9 / 5.240
AND-OR/OR-AND: 8 / 5.240
adder cells (fa/ha/maj): 2 / 2.832
per-stage QoR:
| step | utilization (%) | power [mW] | worst slack [ns] | hold slack [ns] |
|---|---|---|---|---|
| after floorplan | - | 0.2221 | 1.817 | 0.4429 |
| after global placement | 13.17 | 0.2245 | 1.584 | 0.4632 |
| after detailed placement | 13.17 | 0.2245 | 1.580 | 0.4615 |
| after CTS | 13.78 | 0.3836 | 1.302 | 0.4755 |
| after global routing | 13.78 | 0.3974 | 1.272 | 0.5084 |
| final | 13.78 | 0.3756 | 1.319 | 0.4747 |
layout make-up:
class	count	area share, %
Timing Repair Buffer	2	1.900
Multi-Input combinational cell	54	38.95
Clock buffer	3	3.919
Clock inverter	1	0.4751
Inverter	6	2.138
Tap cell	102	12.11
Sequential cell	17	40.50
No activity file was given, so power comes from the tool's default toggle rates.
